[flow/run.sh]
#!/bin/bash
# OpenROAD 26Q1-2900-gdf79404cd8, Yosys 0.63+post, stock flow scripts
make -C /OpenROAD-flow-scripts/flow DESIGN_CONFIG=/design/flow/config.mk WORK_HOME=/design/flow/orfs finish
[flow/config.mk]
export PLATFORM = sky130hd
export DESIGN_NAME = Multiplier
export DESIGN_NICKNAME = Multiplier
export VERILOG_FILES = /design/flow/design.v
export SDC_FILE = /design/flow/constraint.sdc
export NUM_CORES = 4
export LEC_CHECK = 1
export CORE_AREA = 10 10 70 70
export DIE_AREA = 0 0 80 80
[flow/constraint.sdc]
current_design Multiplier

set clk_period 4.8
set clk_io_pct 0.2

create_clock -name clk0 -period $clk_period

set non_clock_inputs [all_inputs -no_clocks]
set_input_delay [expr $clk_period * $clk_io_pct] -clock clk0 $non_clock_inputs
set_output_delay [expr $clk_period * $clk_io_pct] -clock clk0 [all_outputs]
[flow/design.v]
module Multiplier(A,B,Ans);
	input [3:0] A,B;
	output reg [7:0] Ans;
	integer i;
	reg [6:0] NumA;
	always@(A,B)
	begin
		Ans=8'd0;
		for(i=0;i<=3;i=i+1)
		begin
			if(B[i]==1)
			begin
				NumA=A<<i;
				{Ans[7],Ans[6:0]}=NumA+Ans[6:0];
			end
		end
	end
endmodule
==> run notes <==
yosys + openroad results -> outcome finished, violations left, violated checks setup timing, Buf+Inv Stages, Crit Path 5, Max-area cell share 23.81%, clock network fraction of total power 0%, Antenna Nets Post-Route 0, P&R area growth vs syn 90.48%, Post-Syn Area per Cell approximately 7.9 µm², Peak Freq about 200 MHz, element type at the critical path end output pin, PD cells 149.9 nW/µm², slowest stage delay, CP between 0.5 and 0.6 ns, GR Util All Layers between 5 and 6%, Crit. Startpoint B[0], Place WS -1.164 ns, final routed DRC violation total 0, clock buffers 0, required time worst endpoint 3.84 ns, GPL Wtd Cong 0.7861, relative slew slack between 70% and 80%, initial antenna violation count 0, Post-Synthesis Cells 73, Logic pwr share 100.0%, Final Max Slew Viols 0, crit path kind input port to output pin, Synth Warn # 1, num ports 16, Hold-fix buffers, CTS 0, final hold viol count 0, net load switching power 65.46 µW, hold path start B[0], critical-path cell list buf_6, and2_4, ha_4, inv_2, fa_2, mux2i_2, ha_2, inv_2, fa_2, nand2_2, o21a_1, ha_4, fa_2, buf_6, xor2_1, a22oi_1, o21ai_1, buf_2, Flop area 0 µm², drt total wl 1769 µm, logic area 640.6 µm², First DRT Iteration DRCs 19, detailed placement HPWL 1334 µm, # diodes 0, delay-heaviest family, CP adder cells, Final Util 32.23%, vias in the first global route roughly 700, Worst-Margin Slew 0.3527 ns, registers 0, Lkg Pwr around 0.00053 µW, startpoint types input port, DRT Pass-1 Iters 4, Vias/cell 4.111, # Cells Yosys 73, die height about 80 µm, Die ar. 6400 µm², slowest stage cell, crit path fa_2, Die X 80 µm, Yosys chip area 578.1 µm², gr ovfl total 0, Filler cells 358, Log Warnings 35, core area about 3400 µm², Worst VDD drop 0.05986 mV, design internal power 99.62 µW, Setup TNS Final -0.9747 ns, fp_density 16.92%, top cells, area ha_1 (24%), fa_1 (10%), mux2i_1 (6.9%), routed length per instance approximately 11 µm, final worst slack -0.3180 ns, Yosys top cell by area ha_1, mapped cell area 578.1 µm², Critical Path Stages 18, Switching Share between 30% and 40%, first-pass GRT wire length 3008 µm, largest net degree at the start of global routing 9, port bufs 16, Critical Path Most Common Cell fa_2, Post-synth seq share 0%, Max Cap Viol 0, final worst path period share 106.6%, Sequential Power Share 0%, Worst EP arrival 4.16 ns, Via Count 666, Cell variety after synth 25, worst hold stages 7, Setup violations, final 4, critical path fanouts, max 2, Tmin final 5.118 ns, Cell Rows 21, unrepaired setup endpoints after global routing yes, WHS approximately 2.6 ns, Hold Crit Class input port to output pin, layout cell share with drive strength beyond 1 between 50% and 60%
-- per-layer routing --
layer	track usage, %	wire, µm
met1	7.805	857
met2	8.909	830
met3	0.7955	81
met4	0	0
met5	0	0
-- cell usage after synthesis --
library cell and count:
a22oi_1 1, mux2i_1 4, inv_2 1, a21oi_2 1, xnor2_1 2, xor2_2 1
nand2b_1 3, o21ai_0 2, ha_1 11, a221oi_1 1, fa_1 3, a21o_1 3
a211oi_1 1, and2_1 2, mux2_2 3, clkbuf_1 2, nand3_1 1, xor2_1 3
a21oi_1 7, nand2_1 7, nor2b_1 2, o21a_1 3, inv_1 7, nor2_1 1
o21bai_1 1
-- logic make-up after synthesis --
family	share of synthesized area (%)
multiplexers	12.77
buffers and inverters	6.494
XOR/XNOR	10.39
AND-OR/OR-AND	22.51
adder cells (fa/ha/maj)	34.20
AND/OR/NAND/NOR	13.64
-- cell type report --
cell class | instances | area share, %
repair buffers | 45 | 33.86
multi-input cells | 63 | 58.18
inverters | 8 | 2.727
well taps | 46 | 5.227
-- path summary, 6_finish.rpt --
kind / endpoint / slack (ns)
hold / removal: Ans[4] / 2.59
setup / recovery: Ans[5] / -0.32
-- cells in the final DEF (no fill, tap or decap), types with 3 or more instances in the layout --
| cell type | n |
|---|---|
| fa_2 | 3 |
| nand2_1 | 5 |
| buf_6 | 3 |
| o21a_1 | 3 |
| inv_1 | 4 |
| clkdlybuf4s50_1 | 7 |
| xor2_1 | 3 |
| nand2b_1 | 3 |
| a21o_1 | 3 |
| a21oi_1 | 3 |
| mux2i_1 | 3 |
| ha_4 | 3 |
| buf_4 | 28 |
| a21oi_2 | 5 |
| ha_1 | 7 |
| buf_2 | 3 |
| inv_2 | 4 |
-- power by group through the flow --
stage / Sequential, µW / Clock [µW] / Combinational [µW]
after CTS: 0 / 0 / 151
after global routing: 0 / 0 / 185
final: 0 / 0 / 165
-- worst min-delay path, stage by stage --
cell and delay [ns]:
buf_6 0.07, buf_4 0.13, a211oi_2 0.04, a21oi_2 0.14
buf_4 0.14, a221oi_2 0.04, buf_2 0.11
-- stage by stage --
stage,std cells,power [µW],instance area (µm²)
global placement,152,128.0,930.9
CTS,159,151.1,1042
finish,162,165.1,1101
global route,162,184.8,1101
floorplan,73,63.28,578.1
detailed placement,152,128.7,930.9
-- repair_timing --
action	in CTS	in global routing
gates resized	47	10
cloned	0	0
endpoints found under the setup margin	5	5
pin swaps	21	14
buffers inserted	7	3
No activity file was given, so power comes from the tool's default toggle rates.
