### config.mk
export PLATFORM = sky130hd
export DESIGN_NAME = Reg_8bit
export DESIGN_NICKNAME = Reg_8bit
export VERILOG_FILES = /design/flow/design.v
export SDC_FILE = /design/flow/constraint.sdc
export NUM_CORES = 4
export LEC_CHECK = 1
export CORE_AREA = 10 10 70 70
export DIE_AREA = 0 0 80 80
### run.sh
#!/bin/bash
# OpenROAD 26Q1-2900-gdf79404cd8, Yosys 0.63+post, stock flow scripts
make -C /OpenROAD-flow-scripts/flow DESIGN_CONFIG=/design/flow/config.mk WORK_HOME=/design/flow/orfs finish
### constraint.sdc
current_design Reg_8bit

set clk_period 1.0
set clk_io_pct 0.2

create_clock -name clk0 -period $clk_period [get_ports {Clk}]

set non_clock_inputs [all_inputs -no_clocks]
set_input_delay [expr $clk_period * $clk_io_pct] -clock clk0 $non_clock_inputs
set_output_delay [expr $clk_period * $clk_io_pct] -clock clk0 [all_outputs]
### design.v
module Reg_8bit(data_in,load,reset,Clk,stored);
	input [7:0] data_in;
	input load,reset;
	input Clk;
	output reg [7:0] stored;
	always@(posedge Clk or posedge reset)
	begin
		if(reset==1)
		begin
			stored<=8'd0;
		end
		else if(load==1)
		begin
			stored<=data_in;
		end
	end
endmodule
==> run notes <==
On the backend side, the flow ran end to end.

The run finished with clean final reports. The cell area that synthesis handed to floorplanning was 335.3 sq um. The warning tally printed by Yosys for this design is 1.

The maximum fanout along the worst path stands at 2. The instance count after placement with tap cells included stands at 84. Per the CTS log, the maximum H-tree level is 1. Port buffering added 18 buffers.

The number of vias per cell after detailed routing stands at 2.494. The total track usage stands at 0.02839. In this run the critical register-to-register path is launched from stored[0]. The endpoint arrival time on the critical path stands at 0.74 ns. In this run the clock root is driven by a sky130_fd_sc_hd__clkbuf_4. The required arrival time at the worst endpoint stands at 0.80 ns. The share of layout cells above drive strength 1 stands at 0.5581.

The setup TNS stands at 0 ns. The tool flagged a number of max-cap violations equal to 0. The die is 80 microns tall.

The largest single stage delay on the critical path is 0.38 ns. The global route stage reports its total congestion overflow as 0. stored holds more flip-flops than any other register. The transition time recorded at the tightest slew-check pin is 0.2915 ns. The wire length of the first global-routing pass stands at 1435 microns. The post-synthesis area per instance stands at 18.63 sq um. The worst register-to-register path has a setup slack of 0.13 ns. The area growth from synthesis to layout stands at 76.87%. Pins over their slew limit in the final report were tallied at 0. The timing report attributes the biggest portion of critical-path delay to flip-flops. Among all stages on the critical path, the largest delay is contributed by sky130_fd_sc_hd__dfrtp_1. Entering global routing, the biggest net connects 9 pins. The timing report notes that buffer and inverter cells on the critical path total 1. For this design, the CTS-stage hold fixing added 0 buffers.

Timing would allow up to 1.062 GHz. The tightest min-delay check is of the input pin to asynchronous set/reset pin type. The final report lists a non-filler cell total of 89. The clock period could shrink to 0.9416 ns. The worst setup path is of the flop to output pin kind.

The registers of the reported paths see a clock transition of 0.05 ns. The row count stands at 21. The insertion delay at the late pin of the worst-skew pair stands at 0.24 ns. The count of pins on the block boundary stands at 19. The final hold violation count stands at 0. For the worst flop-to-flop path, the logic depth is 2.

The share of the yosys chip area belonging to registers stands at 0.5970. Counting distinct cell types in the post-synthesis netlist gives 4. The static power due to leakage stands at 0.2796 nW. The CTS log lists the clock sinks for this run as 8. The relative max-transition margin stands at 0.8055.

The initial antenna violation count came to 0. After detailed routing, the number of remaining DRC violations is 0. Per the gpl log, the routability congestion estimate is 0.7078. Per STA, the worst path is made up of buf_2. The portion of the clock cycle consumed by the worst path in the final layout stands at 0.9416.

The pre-CTS worst setup slack stands at -0.2728 ns. The worst-case hold slack stands at 0.2119 ns. The register with the most flip-flops in the layout has 8 of them. STA classifies the critical path startpoint as a flop. For this run, the final setup violation count is recorded as 0. The post-route antenna net violation count stands at 0. The area fraction of the largest cell type after synthesis is 0.5970. The initial cell density of the core stands at 0.09817. In the final run the clock tree shows a worst skew of 0 ns. Yosys mapped a number of flops with a built-in enable equal to 0. TritonCTS built the clock tree. The highest ir drop seen on vdd stands at 0.1951 mV. After synthesis, the most frequently instantiated cells are sky130_fd_sc_hd__dfrtp_1 (8), sky130_fd_sc_hd__mux2_4 (8), sky130_fd_sc_hd__buf_6 (1), sky130_fd_sc_hd__inv_1 (1). The yosys synthesis chip area stands at 335.3 sq um. Per the detail_route report, the via count comes to 222. The share of the core filled with cells stands at 0.1736.

The core area stands at 3416 sq um. The area of the die stands at 6400 sq um. After synthesis the netlist holds a flip-flop and latch count of 8. The sum of net half-perimeters after detailed placement stands at 733.1 microns.

The cell count after synthesis came out at 18. The critical path in the final layout is reported with a setup slack of 0.05835 ns. Of all flip-flops after synthesis, the portion carrying an async set or reset was 1.000. Dividing total power by cell area gives a power density of 1296 nW/um^2. The final layout contains routed wiring with a total length of 868 microns. The die is 80 microns wide. The via count of the first global-routing pass stands at 297. According to the report, the first pass of detailed routing completed in 2 iterations.

The worst setup path is captured at an output pin. Looking at the reg2reg group, the worst path ends at stored[0]. The tool warning count for the run is 26. Looking at the cell usage after synthesis, the top flip-flop cell is sky130_fd_sc_hd__dfrtp_1. Setup repair after global routing left no endpoint under its margin.

The initial DRC count stands at 14. Summed over all instances, the cell type with the most area after synthesis is sky130_fd_sc_hd__dfrtp_1. The main area contributors are sky130_fd_sc_hd__dfrtp_1 (60%), sky130_fd_sc_hd__mux2_4 (36%), sky130_fd_sc_hd__buf_6 (3.4%), sky130_fd_sc_hd__inv_1 (1.1%). The largest registers in the layout are stored (8).

For this sky-water flow run, the detailed-routed wirelength per cell is reported as 9.753 microns. CTS reports a maximum clock tree buffer depth of 2. The final layout report lists a filler cell count of 384. The number of CTS-inserted buffers stands at 3.

The number of antenna repair diodes stands at 0. The count of instantiated cells in the yosys netlist stands at 18.
cell families after synthesis:
family and share of synthesized area:
buf+inv 0.04476, flops 0.5970, mux 0.3582
repair_timing:
item / 4_1_cts / 5_1_grt
buffers inserted: 3 / 0
setup endpoints to repair: 16 / 3
resized: 23 / 2
per-stage QoR:
step / power, mW / area, sq um
6_report: 0.7684 / 593.1
5_1_grt: 0.8244 / 593.1
4_1_cts: 0.8002 / 610.6
3_5_place_dp: 0.5710 / 596.8
3_3_place_gp: 0.5686 / 596.8
2_1_floorplan: 0.4365 / 335.3
cell type report:
cell class              instances  area [sq um]  share of cell area
clock buffers                   3         22.52             0.03797
repair buffers                 23         188.9              0.3186
inverters                       1         3.754            0.006329
multi-input cells               8         120.1              0.2025
well taps                      46         57.56             0.09705
flip-flops and latches          8         200.2              0.3376
cells in the final DEF (no fill, tap or decap), drive strengths merged:
| cell type | n |
|---|---|
| inv | 1 |
| clkdlybuf4s50 | 9 |
| clkbuf | 5 |
| dfrtp | 8 |
| dlygate4sd2 | 1 |
| buf | 11 |
| mux2 | 8 |
where the power goes:
part	switching, mW	internal, mW	total (mW)
Combinational	0.0388	0.127	0.166
Sequential	0.0168	0.357	0.374
Clock	0.0927	0.136	0.229
worst max-delay path by stage:
stage         cells past startpoint  slack, ns       from         to
CTS                               1      -0.04  stored[3]  stored[3]
global route                      1      0.006  stored[6]  stored[6]
finish                            1       0.06  stored[7]  stored[7]
per-layer routing:
| layer | GRT usage | routed length, microns | up-vias |
|---|---|---|---|
| met5 | 0 | 0 | - |
| met4 | 0.01585 | 41 | 0 |
| met3 | 0.01477 | 58 | 2 |
| met2 | 0.04575 | 414 | 11 |
| met1 | 0.02900 | 353 | 97 |
| li1 | - | - | 112 |
Power and IR drop assume default switching activity.
